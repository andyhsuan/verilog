[design/flow/constraint.sdc]
current_design MIPS

set clk_period 11.6
set clk_io_pct 0.2

create_clock -name clk0 -period $clk_period [get_ports {clk}]

set non_clock_inputs [all_inputs -no_clocks]
set_input_delay [expr $clk_period * $clk_io_pct] -clock clk0 $non_clock_inputs
set_output_delay [expr $clk_period * $clk_io_pct] -clock clk0 [all_outputs]
[design/flow/design.v]
module MIPS (
    input  clk,
    input  rst_n,
    input  in_valid,
    input  [31:0] instruction,
    input  [19:0] output_reg,
    output reg          out_valid,
    output reg  [31:0]  out_1,
    output reg  [31:0]  out_2,
    output reg  [31:0]  out_3,
    output reg  [31:0]  out_4,
    output reg          instruction_fail
);
wire  [5:0]  Opcode;
wire  [4:0]  rs, rt, rd_w;
wire  [15:0] immd_w;
wire         Format_w;           
reg          legal;
reg          rs_legal, rt_legal, rd_legal;
wire         legalAddress;
wire         instruction_fail_w;
reg  [31:0]  instrn_reg;
reg  [19:0]  output_reg_1, output_reg_2, output_reg_3;
reg          out_valid_1, out_valid_2, out_valid_3;
reg          instruction_fail_1, instruction_fail_2;
reg  [31:0]  rf0, rf1, rf2, rf3, rf4, rf5;
reg  [31:0]  rf0_n, rf1_n, rf2_n, rf3_n, rf4_n, rf5_n;
reg  [31:0]  x_rs, x_rt;
reg  [31:0]  alu_result;
always @(posedge clk or negedge rst_n) begin
    if (!rst_n) begin
        instrn_reg    <= 32'd0;
        output_reg_1  <= 20'd0;
        out_valid_1   <= 1'b0;
    end else begin
        instrn_reg    <= (in_valid) ? instruction  : 32'd0;
        output_reg_1  <= (in_valid) ? output_reg   : 20'd0;
        out_valid_1   <=  in_valid;
    end
end
assign Opcode     = instrn_reg[31:26];
assign rs         = instrn_reg[25:21];
assign rt         = instrn_reg[20:16];
assign rd_w       = (Format_w) ? instrn_reg[15:11] : rt;  
assign immd_w     = instrn_reg[15:0];
assign Format_w   = ~Opcode[3];                         
always @* begin
    if (Opcode == 6'b000000) begin
        case (instrn_reg[5:0])
            6'b100000, 6'b100100, 6'b100101,
            6'b100111, 6'b000000, 6'b000010: legal = 1'b1;
            default :                         legal = 1'b0;
        endcase
    end
    else if (Opcode == 6'b001000) begin
        legal = 1'b1;         
    end
    else begin
        legal = 1'b0;
    end
end
always @* begin
    case (rs)
        5'b10001: x_rs = rf5;
        5'b10010: x_rs = rf4;
        5'b01000: x_rs = rf3;
        5'b10111: x_rs = rf2;
        5'b11111: x_rs = rf1;
        5'b10000: x_rs = rf0;
        default : x_rs = 32'd0;
    endcase
    case (rt)
        5'b10001: x_rt = rf5;
        5'b10010: x_rt = rf4;
        5'b01000: x_rt = rf3;
        5'b10111: x_rt = rf2;
        5'b11111: x_rt = rf1;
        5'b10000: x_rt = rf0;
        default : x_rt = 32'd0;
    endcase
end
always @* begin
    case (rs)
        5'b10001,5'b10010,5'b01000,5'b10111,5'b11111,5'b10000: rs_legal = 1'b1;
        default:                                              rs_legal = 1'b0;
    endcase
    case (rt)
        5'b10001,5'b10010,5'b01000,5'b10111,5'b11111,5'b10000: rt_legal = 1'b1;
        default:                                              rt_legal = 1'b0;
    endcase
    case (rd_w)
        5'b10001,5'b10010,5'b01000,5'b10111,5'b11111,5'b10000: rd_legal = 1'b1;
        default:                                              rd_legal = 1'b0;
    endcase
end
assign legalAddress        = rs_legal & rt_legal & rd_legal;
assign instruction_fail_w  = (out_valid_1) ? ~(legal & legalAddress) : 1'b0;
reg  [4:0] rd;
reg  [15:0] immd;
reg         Format;
always @(posedge clk or negedge rst_n) begin
    if (!rst_n) begin
        output_reg_2      <= 20'd0;
        out_valid_2       <= 1'b0;
        instruction_fail_1<= 1'b0;
        rd                <= 5'd0;
        immd              <= 16'd0;
        Format            <= 1'b0;
    end else begin
        output_reg_2      <= output_reg_1;
        out_valid_2       <= out_valid_1;
        instruction_fail_1<= instruction_fail_w;
        rd                <= rd_w;
        immd              <= immd_w;
        Format            <= Format_w;
    end
end
always @* begin
    if (!Format) begin               
        alu_result = x_rs + {{16{immd[15]}}, immd};  
    end else begin                   
        case (immd[5:0])             
            6'b100000: alu_result = x_rs + x_rt;                
            6'b100100: alu_result = x_rs & x_rt;                
            6'b100101: alu_result = x_rs | x_rt;                
            6'b100111: alu_result = ~(x_rs | x_rt);             
            6'b000000: alu_result = x_rt << immd[10:6];         
            6'b000010: alu_result = x_rt >> immd[10:6];         
            default  : alu_result = 32'd0;
        endcase
    end
end
always @* begin
    {rf5_n, rf4_n, rf3_n, rf2_n, rf1_n, rf0_n} =
        {rf5,  rf4,  rf3,  rf2,  rf1,  rf0};       
    if (!instruction_fail_1) begin
        case (rd)
            5'b10001: rf5_n = alu_result;
            5'b10010: rf4_n = alu_result;
            5'b01000: rf3_n = alu_result;
            5'b10111: rf2_n = alu_result;
            5'b11111: rf1_n = alu_result;
            5'b10000: rf0_n = alu_result;
        endcase
    end
end
always @(posedge clk or negedge rst_n) begin
    if (!rst_n) begin
        {rf5, rf4, rf3, rf2, rf1, rf0} <= 192'd0;
        output_reg_3      <= 20'd0;
        out_valid_3       <= 1'b0;
        instruction_fail_2<= 1'b0;
    end else begin
        {rf5, rf4, rf3, rf2, rf1, rf0} <=
            {rf5_n, rf4_n, rf3_n, rf2_n, rf1_n, rf0_n};
        output_reg_3      <= output_reg_2;
        out_valid_3       <= out_valid_2;
        instruction_fail_2<= instruction_fail_1;
    end
end
always @* begin
    if (instruction_fail_2) begin
        {out_1, out_2, out_3, out_4} = 128'd0;
    end else begin
        {out_1, out_2, out_3, out_4} = 128'd0;
        case (output_reg_3[19:15])    
            5'b10001: out_4 = rf5;
            5'b10010: out_4 = rf4;
            5'b01000: out_4 = rf3;
            5'b10111: out_4 = rf2;
            5'b11111: out_4 = rf1;
            5'b10000: out_4 = rf0;
        endcase
        case (output_reg_3[14:10])    
            5'b10001: out_3 = rf5;
            5'b10010: out_3 = rf4;
            5'b01000: out_3 = rf3;
            5'b10111: out_3 = rf2;
            5'b11111: out_3 = rf1;
            5'b10000: out_3 = rf0;
        endcase
        case (output_reg_3[9:5])      
            5'b10001: out_2 = rf5;
            5'b10010: out_2 = rf4;
            5'b01000: out_2 = rf3;
            5'b10111: out_2 = rf2;
            5'b11111: out_2 = rf1;
            5'b10000: out_2 = rf0;
        endcase
        case (output_reg_3[4:0])      
            5'b10001: out_1 = rf5;
            5'b10010: out_1 = rf4;
            5'b01000: out_1 = rf3;
            5'b10111: out_1 = rf2;
            5'b11111: out_1 = rf1;
            5'b10000: out_1 = rf0;
        endcase
    end
end
always @* begin
    out_valid        = out_valid_3;
    instruction_fail = instruction_fail_2;
end
endmodule
[design/flow/config.mk]
export PLATFORM = sky130hd
export DESIGN_NAME = MIPS
export DESIGN_NICKNAME = MIPS
export VERILOG_FILES = /design/flow/design.v
export SDC_FILE = /design/flow/constraint.sdc
export NUM_CORES = 4
export LEC_CHECK = 1
export CORE_UTILIZATION = 30
[design/flow/run.sh]
#!/bin/bash
# OpenROAD 26Q1-2900-gdf79404cd8, Yosys 0.63+post, stock flow scripts
make -C /OpenROAD-flow-scripts/flow DESIGN_CONFIG=/design/flow/config.mk WORK_HOME=/design/flow/orfs finish
==> results.sh <==
# flow metrics
export IMPL_startpoint="instrn_reg[24]"
export IMPL_worstSetupEndpoint="rf4[31]"
export IMPL_area_growth_pct=15.7
export IMPL_regToRegStartpoint="instrn_reg[24]"
export IMPL_routed_wl_um=150000
export IMPL_rr_worst_depth=17
export IMPL_ios=185
export IMPL_fp_dieH_um=311
export IMPL_fp_util_pct=30.3
export IMPL_cp_end_kind="flop"
export IMPL_grt_pass1_wl_um=215000
export IMPL_ys_top_cells_by_area="dfrtp_1 (27%), mux2i_1 (7.0%), mux2_2 (6.3%)"
export IMPL_top_cell_area_share_pct=27.1
export IMPL_final_cell_mix="dfrtp_1 (299), a22oi_1 (230), nand2_1 (211)"
export IMPL_slew_headroom_pct=19.6
export IMPL_cts_inserted_buffers=37
export IMPL_p_leak_nw=12.5
export IMPL_rsz0062_at_grt="false"
export IMPL_hpwlAfterDp_um=108000
export IMPL_ff_type="dfrtp_1"
export IMPL_remaining_drc_errors=0
export IMPL_period_minus_slack_ns=6.66
export IMPL_vdd_drop_max_mv=0.124
export IMPL_largest_area_cell="dfrtp_1"
export IMPL_port_buffer_count=184
export IMPL_arrival_ns=7.16
export IMPL_grt_pass1_vias=28800
export IMPL_cap_violations=0
export IMPL_vias_per_cell=6.61
export IMPL_cts_tree="built"
export IMPL_rrSetupSlack_ns=4.94
export IMPL_core_area_um2=94900
export IMPL_htreeDepth=2
export IMPL_avgSynthCellArea_um2=8.88
export IMPL_cts_buffer_depth=3
export IMPL_edf_count=0
export IMPL_critical_path_class="reg -> reg"
export IMPL_ys_cells=3237
export IMPL_synthCells=3237
export IMPL_min_period_over_period_pct=57.4
export IMPL_synth_seq_share_pct=27.1
export IMPL_track_usage_pct=31.0
export IMPL_setup_viol=0
export IMPL_grt_ovfl_total=0
export IMPL_regToRegEndpoint="rf4[31]"
export IMPL_gp_congestion=1.04
export IMPL_grt_max_degree=89
export IMPL_vias=30300
export IMPL_postCtsResizedCells=0
export IMPL_antenna_found_initial=10
export IMPL_firstDrtPassIters=9
export IMPL_finalSetupTns_ns=0
export IMPL_die_area_um2=97000
export IMPL_wl_per_cell_um=32.7
export IMPL_clk_latency_ns=0.60
export IMPL_cts_hold_buf=0
export IMPL_std_cell_rows=113
export IMPL_start_kind="flop"
export IMPL_initialDrtViolationCount=3949
export IMPL_hold_path_class="reg -> reg"
export IMPL_cts_sinks=311
export IMPL_dp_cells=4510
export IMPL_die_x_um=311
export IMPL_fmax_mhz=150
export IMPL_drive_above_1_share_pct=15.5
export IMPL_async_reset_ff_share_pct=100
export IMPL_power_density_nw_per_um2=100
export IMPL_ys_ff=311
export IMPL_tightest_slew_ns=1.20
export IMPL_worst_path_max_fanout=28
export IMPL_post_cts_buffers=0
export IMPL_fin_hold_ws_ns=0.342
export IMPL_lay_top_count="dfrtp_1"
export IMPL_clkSlewWorstSetupHoldPaths_ns=0.06
export IMPL_warning_count=57
export IMPL_slew_violations=0
export IMPL_outcome="finished clean"
export IMPL_cts_root_buffer="clkbuf_16"
export IMPL_synth_warnings=1
export IMPL_final_hold_viol_count=0
export IMPL_synth_area_um2=28700
export IMPL_ys_types=106
export IMPL_fin_cells=4581
export IMPL_required_ns=12.10
export IMPL_drtAntennaViolNets=0
export IMPL_fin_skew_ns=0.0392
export IMPL_yosys_area_um2=28700
## cells by family (layout without fill, tap and decap cells)
kind of cell,after synthesis,after routing,share of synthesized area (%)
AOI/OAI and AO/OA,1131,1131,29.4
xor gates and xnor gates,76,76,2.32
adders and majority gates,97,97,4.28
buffers and inverters,403,479,5.69
DFF,311,311,27.1
muxes,400,400,16.4
other,0,3,0
and+or+nand+nor,819,819,14.8
## layer usage
layer | GRT usage [%] | up-vias | routed length (um)
met5 | 0.247 | - | 62
met4 | 14.4 | 10 | 9230
met3 | 11.7 | 478 | 19600
met2 | 44.2 | 2260 | 62600
met1 | 41.7 | 14800 | 58500
li1 | - | 12700 | -
## worst min path at each step
stage | from | to | cells after the start | slack, ns
after CTS | output_reg_2[14] | output_reg_3[14] | 0 | 0.34
final | output_reg_2[14] | output_reg_3[14] | 0 | 0.34
after global routing | output_reg_2[0] | output_reg_3[0] | 0 | 0.35
## synth_stat cells (35+ instances only)
cell type,number
nand2_1,211
o22ai_1,121
and2_1,78
nor3_1,35
a21oi_1,125
a31oi_1,72
mux2i_1,200
xnor2_1,53
ha_1,95
o21ai_0,107
nand3_1,39
a221oi_1,103
clkbuf_1,223
mux4_2,40
inv_1,98
mux2_2,160
nor2_1,209
nand3b_1,50
a22oi_1,230
nor4_1,35
a221o_1,39
dfrtp_1,311
## worst max-delay path, stage by stage (launching register included)
cell and delay, ns:
dfrtp_1 0.65, nor3b_1 1.08, and3b_1 0.27, buf_4 0.39, a22oi_1 0.16, nand2_1 0.09, a221o_1 0.31, ha_1 0.40
a2111oi_0 0.41, o21ai_0 0.41, a21boi_0 0.27, buf_4 0.19, o32ai_1 0.12, o21a_1 0.26, a311oi_1 0.41, xor2_1 0.15
o211ai_1 0.70, mux2_2 0.29
## report_power, final
part | switching (mW) | internal, mW | total [mW]
logic | 0.446 | 0.277 | 0.723
clock network | 0.531 | 0.695 | 1.23
registers | 0.222 | 1.16 | 1.38
## stage by stage
stage	utilization, %	area [um^2]	total power, mW	worst slack, ns
3_3_place_gp	33.7	31900	2.08	5.25
4_1_cts	35.0	33200	3.31	5.20
3_5_place_dp	33.7	31900	2.08	5.26
2_1_floorplan	-	28700	1.71	6.69
5_1_grt	35.0	33200	3.42	4.53
6_report	35.0	33200	3.33	4.94
## final cells by class
cell class | count | area [um^2]
clock buffers | 48 | 1040
clock inverters | 20 | 246
repair buffers | 309 | 2780
diodes | 3 | 7.51
inverters | 102 | 383
flip-flops and latches | 311 | 7800
fillers | 9565 | 61600
well taps | 1265 | 1580
multi-input cells | 2523 | 19400
Power and IR drop assume default switching activity.
